===== flow/run.sh =====
#!/bin/bash
# OpenROAD 26Q1-2900-gdf79404cd8, Yosys 0.63+post, stock flow scripts
make -C /OpenROAD-flow-scripts/flow DESIGN_CONFIG=/design/flow/config.mk WORK_HOME=/design/flow/orfs finish

===== flow/config.mk =====
export PLATFORM = sky130hd
export DESIGN_NAME = Modulo2Counter
export DESIGN_NICKNAME = Modulo2Counter
export VERILOG_FILES = /design/flow/design.v
export SDC_FILE = /design/flow/constraint.sdc
export NUM_CORES = 4
export LEC_CHECK = 1
export CORE_AREA = 10 10 85 85
export DIE_AREA = 0 0 95 95

===== flow/constraint.sdc =====
current_design Modulo2Counter

set clk_period 2.3
set clk_io_pct 0.2

create_clock -name clk0 -period $clk_period [get_ports {clk}]

set non_clock_inputs [all_inputs -no_clocks]
set_input_delay [expr $clk_period * $clk_io_pct] -clock clk0 $non_clock_inputs
set_output_delay [expr $clk_period * $clk_io_pct] -clock clk0 [all_outputs]

===== flow/design.v =====
module BinaryCounter #(parameter n = 5, parameter x = 5) (input clk, reset, en, output [n-1:0]count);
reg [n-1:0] count;
always @(posedge clk, posedge reset) begin
 if (reset == 1)
    count <= 1'd0; 
 else if(en == 1)
 begin
    count <= count + 1; 
    if(count == x-1)
        count <= 0;
 end
 else
    count <= count;
end
endmodule
`timescale 1ns / 1ps
module ClockDivider #(parameter n = 50000000)(input clk, rst, output reg clk_out);
parameter WIDTH = $clog2(n);
reg [WIDTH-1:0] count;
always @ (posedge clk, posedge rst) begin
if (rst == 1'b1)
    count <= 32'b0; 
else if (count == n-1)
    count <= 32'b0;
else
    count <= count + 1;
end
always @ (posedge clk, posedge rst) begin
    if (rst)
        clk_out <= 0;
    else if (count == n-1)
        clk_out <= ~ clk_out;
end
endmodule 
`timescale 1ns / 1ps
module Modulo2Counter(input clk, reset, en, output clk_out ,output [1:0]count);
    BinaryCounter #(2,2) b1(.clk(clk_out), .reset(reset), .en(en), .count(count));
    ClockDivider #(250000) c1(.clk(clk), .rst(reset), .clk_out (clk_out)); 
endmodule

==> impl_metrics.csv <==
group,metric,value,unit
status,run_status,"completed",
floorplanning,fp_util,18.63,%
power_and_ir_drop,irDropWorstVdd,0.2466,mV
run,warnings,25,
synth,synth.distinct_cells,24,
sta,slew_viol_final,0,
setup_path,critPathLaunchType,"flip-flop",
detailed_routing,routed_wl,1546,µm
detailed_routing,drc,0,
run,cap_violations,0,
power_and_ir_drop,p_switching,0.0001116,W
power_and_ir_drop,seqPwrFrac,58.6,%
setup_path,crit_type,"flip-flop to flip-flop",
setup_path,worst_ep_arrival_time,1.83,ns
detailed_routing,drtAntennaViolNets,0,
power_and_ir_drop,p_total,0.0005705,W
global_routing,grt_pass1_vias,606,
synth,ys_seq_share,51.53,%
sta,period_minus_slack,1.639,ns
power_and_ir_drop,p_comb_share,2.2,%
setup_path,slowest_delay,0.41,ns
detailed_routing,drt_pass1_iterations,3,
global_routing,grt_pass1_wl,2677,µm
sta,maxSlewHeadroom,75.90,%
floorplanning,chipArea,9025,µm²
clocking,post_cts_resized,0,
synth,yosys.area.top_type,"dfrtp_1",
floorplanning,num_io_pins,6,
sta,rsz0062_at_grt,"false",
sta,fin_skew,0.006617,ns
placement,dpl.hpwl,1149,µm
setup_path,critical_path.max_fanout,7,
placement,place_congestion,0.7730,
sta,worst_slew_pin_slew,0.3595,ns
synth,yosysWarningCount,2,
synth,syn_inst,88,
power_and_ir_drop,p_clk_share,39.3,%
power_and_ir_drop,switching_share,19.57,%
power_and_ir_drop,p_int,0.0004588,W
layout,drive_gt1_share,17.35,%
sta,period_used_share,71.25,%
floorplanning,num_rows,27,
synth,syn_area,1020,µm²
sta,clock.fmax,610.2,MHz
sta,setup_tns,0,ns
floorplanning,core_area,5473,µm²
clocking,cts_hold_buffers,0,
sta,unclocked_pins,2,
power_and_ir_drop,leakagePower,0.5295,nW
clocking,root_buffer,"clkbuf_8",
clocking,cts_tree,"done",
synth,yosysChipArea,1020,µm²
setup_path,worstPathCellList,"ha_1, nand3_2, nor3_2, buf_4, xor2_2",
synth,yosys.area.top_type_share,51.53,%
global_routing,grt-ovfl-total,0,
placement,port_buffers,5,
clocking,path_clk_slew,0.07,ns
power_and_ir_drop,power_density,471.5,nW/µm²
clocking,ctsLongestPathBuffers,2,
setup_path,path_buffers,1,
sta,untimed_endpoints,4,
clocking,clk_latency,0.25,ns
synth,ys_cells,88,
setup_path,crit_path_top_delay_cell,"nor3_2",
global_routing,grt_max_degree,22,
setup_path,crit_family,"simple AND/OR/NAND/NOR gates",
global_routing,antenna_found_initial,0,
synth,avgSynthCellArea,11.59,µm²
setup_path,cp_data_required_time,2.49,ns
synth,synthTopCellsByArea,"dfrtp_1 52%, xnor2_1 7.7%, xor2_1 6.0%, nor4_2 4.9%, nor2_1 4.8%",
detailed_routing,vias,619,
global_routing,grt_usage,3.573,%
clocking,cts_setup_buffers,0,
detailed_routing,avgViaCountPerCell,3.641,
setup_path,cp-end-kind,"flip-flop",
detailed_routing,antenna_cells,0,
floorplanning,die_w,95,µm
detailed_routing,avgRoutedWirePerCell,9.094,µm
synth,ys_ff,21,
sta,hold_viol_final,0,
floorplanning,chipHeight,95,µm
clocking,cts_max_level,1,
detailed_routing,dr.first_iter.drc_count,12,
worst_hold_path,min_path_type,"flip-flop to flip-flop",
layout,area_delta_synth_final,18.65,%
clocking,cts_inserted_buffers,3,
sta,finalSetupViolCount,0,
-- registers in the layout, indices dropped and copies added (netlist names) --
signal,flops
b1.count,2
c1.clk_out,1
c1.count,18
-- cell type report --
type,instances,area (µm²)
multi-input cells,62,467.9
repair buffers,7,65.06
fillers,596,4263
flip-flops and latches,21,525.5
clock inverters,1,5.005
well taps,72,90.09
inverters,4,15.01
clock buffers,3,41.29
-- per-stage QoR --
stage | cell area, µm² | util, % | hold slack, ns | cells | setup slack (ns)
after floorplan | 1020 | - | 0.4365 | 88 | 0.9511
after global placement | 1164 | 21.26 | 0.4855 | 166 | 0.6985
after detailed placement | 1164 | 21.26 | 0.4764 | 166 | 0.6500
after CTS | 1210 | 22.11 | 0.4868 | 170 | 0.6365
after global routing | 1210 | 22.11 | 0.5257 | 170 | 0.5116
final | 1210 | 22.11 | 0.4863 | 170 | 0.6612
-- cells in the mapped netlist, drive strengths merged --
library cell	number
ha	1
nand4	5
nor3	2
dfrtp	21
buf	1
xor2	8
nor4	4
nor4b	2
a21oi	1
xnor2	9
a21boi	1
inv	4
and3	2
nand2	4
a21o	1
nand3	7
nor2b	1
nor2	14
-- layer usage --
layer | share of wire [%] | global-route usage [%] | routed length, µm
met5 | 0 | 0 | 0
met4 | 2.7 | 1.122 | 41
met3 | 2.7 | 0.8013 | 41
met2 | 45 | 5.378 | 690
met1 | 50 | 5.020 | 772
-- logic make-up after synthesis --
| group | share of synthesized area [%] |
|---|---|
| simple gates | 27.36 |
| xor+xnor | 15.34 |
| buf+inv | 2.576 |
| flops | 51.53 |
| fa+ha+maj | 1.227 |
| compound gates | 1.963 |
-- final timing paths --
path	start	end	slack [ns]	depth (start not counted)
max	c1.count[0]$_DFF_PP0_	c1.clk_out$_DFFE_PP0N_	0.66	5
min	c1.count[0]$_DFF_PP0_	c1.count[0]$_DFF_PP0_	0.49	1
max reg2reg	c1.count[0]$_DFF_PP0_	c1.clk_out$_DFFE_PP0N_	0.66	5
min reg2reg	c1.count[0]$_DFF_PP0_	c1.count[0]$_DFF_PP0_	0.49	1
max in group asynchronous	reset	c1.count[10]$_DFF_PP0_	1.56	3
min in group asynchronous	reset	c1.clk_out$_DFFE_PP0N_	0.53	3
-- cell usage in the layout (no fill, tap or decap), drive strengths merged --
| cell | netlist | routed |
|---|---|---|
| a21boi | 1 | 1 |
| inv | 4 | 4 |
| ha | 1 | 1 |
| nand3 | 7 | 7 |
| a21oi | 1 | 1 |
| clkbuf | 0 | 3 |
| nor4b | 2 | 2 |
| nor2b | 1 | 1 |
| nand2 | 4 | 4 |
| clkdlybuf4s50 | 0 | 5 |
| clkinv | 0 | 1 |
| xor2 | 8 | 8 |
| dfrtp | 21 | 21 |
| and3 | 2 | 2 |
| nor3 | 2 | 2 |
| buf | 1 | 2 |
| nor4 | 4 | 4 |
| xnor2 | 9 | 9 |
| nor2 | 14 | 14 |
| a21o | 1 | 1 |
| nand4 | 5 | 5 |
-- power groups by stage --
stage | sequential (W) | combinational [W] | clock (W)
after CTS | 0.000334 | 0.0000134 | 0.000236
after global routing | 0.000334 | 0.0000143 | 0.000250
final | 0.000334 | 0.0000124 | 0.000224
Power is estimated from default activity; no workload was simulated.
