==> ./design.v <==
module BinaryCounter #(parameter n = 5, parameter x = 5) (input clk, reset, en, output [n-1:0]count);
reg [n-1:0] count;
always @(posedge clk, posedge reset) begin
 if (reset == 1)
    count <= 1'd0; 
 else if(en == 1)
 begin
    count <= count + 1; 
    if(count == x-1)
        count <= 0;
 end
 else
    count <= count;
end
endmodule
`timescale 1ns / 1ps
module ClockDivider #(parameter n = 50000000)(input clk, rst, output reg clk_out);
parameter WIDTH = $clog2(n);
reg [WIDTH-1:0] count;
always @ (posedge clk, posedge rst) begin
if (rst == 1'b1)
    count <= 32'b0; 
else if (count == n-1)
    count <= 32'b0;
else
    count <= count + 1;
end
always @ (posedge clk, posedge rst) begin
    if (rst)
        clk_out <= 0;
    else if (count == n-1)
        clk_out <= ~ clk_out;
end
endmodule 
`timescale 1ns / 1ps
module Modulo4Counter(input clk, reset, en,
    output [2:0] count, clk_out
);
ClockDivider #(250000) clockkdiv (clk, reset,  clk_out);
BinaryCounter #(2, 4) DUT (clk_out, reset, en, count);     
endmodule
==> ./config.mk <==
export PLATFORM = sky130hd
export DESIGN_NAME = Modulo4Counter
export DESIGN_NICKNAME = Modulo4Counter
export VERILOG_FILES = /design/flow/design.v
export SDC_FILE = /design/flow/constraint.sdc
export NUM_CORES = 4
export LEC_CHECK = 1
export CORE_AREA = 10 10 85 85
export DIE_AREA = 0 0 95 95
==> ./run.sh <==
#!/bin/bash
# OpenROAD 26Q1-2900-gdf79404cd8, Yosys 0.63+post, stock flow scripts
make -C /OpenROAD-flow-scripts/flow DESIGN_CONFIG=/design/flow/config.mk WORK_HOME=/design/flow/orfs finish
==> ./constraint.sdc <==
current_design Modulo4Counter

set clk_period 2.3
set clk_io_pct 0.2

create_clock -name clk0 -period $clk_period [get_ports {clk}]

set non_clock_inputs [all_inputs -no_clocks]
set_input_delay [expr $clk_period * $clk_io_pct] -clock clk0 $non_clock_inputs
set_output_delay [expr $clk_period * $clk_io_pct] -clock clk0 [all_outputs]
==> out/metrics.csv <==
metric,value,unit
largest_stage_delay_on_the_critical_path,0.38,ns
wire_per_inst,9.50,um
total_i_o_pin_count,9,
cp.required,2.44,ns
cp_cell_sequence,ha_1 -> nand3_1 -> nand3b_1 -> nor4_2 -> buf_4 -> and2b_1,
drcViolationCount,0,
mappedNetlistArea,1010,um2
critical_path.reg2reg.endpoint,clockkdiv.count[1],
power_total,0.000573,W
number_of_cells_on_the_critical_path,6,
placedInstanceArea,1140,um2
cts-htree-levels,1,
fp-row-count,27,
dr_total_vias,648,
flop_area,526,um2
post_synth_main_area_contributors,"dfrtp_1 (52%), xnor2_1 (7.8%), xor2_1 (5.2%)",
number_of_unconstrained_endpoints,4,
synthCells,94,
tritoncts.num_buffers,3,
setup-violations-final,0,
unclocked_regs,2,
worst_case_clock_skew,0.00280,ns
leakage,0.543,nW
synth_stat.cells,94,
mostFrequentLayoutCells,"dfrtp_1 (21), nor2_1 (13), xnor2_1 (9), nand2_1 (6), xor2_1 (6)",
yosys_most_used_dff,dfrtp_1,
cell_count_post_placement,170,
synth.yosys.warnings,5,
worstSetupPathType,reg2reg,
enable_flop_cells,0,
placement.io_buffers,5,
vias_per_cell,3.72,
first_global_vias,668,
gpl.final_weighted_congestion,0.805,
tally_of_openroad_warnings,25,
worst-endpoint-arrival,1.90,ns
layout-area-overhead-vs-synth,16.8,%
cts_tree,done,
cp_max_fo,11,
cts_setup_buffers,0,
outcome,"finished, final reports clean",
drt_iter0_drc,10,
grt_antenna_before_repair,0,
grt_first_pass_wirelength,2950,um
total_count_of_hold_check_failures_in_the_final_report,0,
clk_path_buf_depth,2,
critPathCaptureType,flop,
worstSkewPairLatency,0.25,ns
hold_depth,1,
grt_overflow,0,
timing.critical_path.slowest_stage_cell,dfrtp_1,
layout_worst_path_cycle_share,0.764,
drt_pass1_iterations,3,
fin_cells,174,
timing.reg2reg.setup_slack,0.54,ns
grt_setup_unrepaired,false,
gr-usage-all-layers,0.0383,
cts-resized-gates,0,
clock.fmax,0.569,GHz
ys.flops,21,
layout_top_cell,dfrtp_1,
setup-tns-final,0,ns
place_hpwl,1250,um
core_region_area,5470,um2
synth.avg_cell_area,10.8,um2
clk_pin_slew,0.06,ns
finalWirelength,1650,um
final-max-slew-violation-count,0,
final_design_area_no_fill,1180,um2
drive_above_1_share,0.0980,
chipHeight,95,um
fillCellCount,604,
yosys.stat.chipArea,1010,um2
clk_root_buffer_cell,clkbuf_8,
count_of_inserted_antenna_diode_cells,0,
pin_count_of_the_biggest_net_entering_global_routing,22,
postLayoutCoreUtil,0.217,
yosys.cell_types.count,26,
ant_nets,0,
min_path_type,reg2reg,
hold_path.startpoint,clockkdiv.count[0],
die_width,95,um
top_area_cell,dfrtp_1,
fin_crit,1.76,ns
post_cts_hold_buffer_count,0,
min_to,clockkdiv.count[0],
reg2reg_depth,6,
post-synth-top-area-fraction,0.518,
core_util_floorplan,0.185,
critPathLaunchType,flop,
worst_r2r_startpoint,clockkdiv.count[0],
synthArstFlopShare,1.00,
timing.critical_path.max_delay_family,simple AND/OR/NAND/NOR gates,
power_density_over_cell_area,483,nW/um2
irDropWorstVdd,0.000191,V
crit_buf_inv,1,
proportion_of_synthesized_chip_area_in_sequential_cells,0.518,
max-cap-violations,0,
combGateArea,448,um2
dieArea,9030,um2
routing by layer:
layer / vias up / part of all wire / GRT usage
li1: 331 / - / -
met1: 308 / 0.49 / 0.0542
met2: 7 / 0.46 / 0.0612
met3: 2 / 0.034 / 0.00401
met4: 0 / 0.013 / 0.00998
met5: - / 0 / 0
state kept, by name, indices dropped and copies added (netlist names):
name / count
clockkdiv.clk_out: 1
DUT.count: 2
clockkdiv.count: 18
worst max path at each step:
stage                 startpoint                  to  slack, ns
finish        clockkdiv.count[0]  clockkdiv.count[1]       0.54
global route  clockkdiv.count[0]  clockkdiv.count[1]       0.39
CTS           clockkdiv.count[0]  clockkdiv.count[1]       0.54
cell families (layout without fill, tap and decap cells):
kind of cell / count (synthesis) / in the layout / share of synthesized area
adders and majority gates: 2 / 2 / 0.0247
xor gates and xnor gates: 16 / 16 / 0.146
other: 1 / 3 / 0.00370
and+or+nand+nor: 42 / 42 / 0.226
buffers and inverters: 8 / 14 / 0.0481
muxes: 2 / 2 / 0.0210
DFF: 21 / 21 / 0.518
AOI/OAI and AO/OA: 2 / 2 / 0.0136
through the flow:
| step | setup WS (ns) | hold WS [ns] |
|---|---|---|
| 2_1_floorplan | 0.745 | 0.437 |
| 3_3_place_gp | 0.582 | 0.465 |
| 3_5_place_dp | 0.562 | 0.475 |
| 4_1_cts | 0.540 | 0.484 |
| 5_1_grt | 0.389 | 0.534 |
| 6_report | 0.544 | 0.480 |
synth_stat cells (2+ instances only):
library cell,n
xor2_1,6
nand3_1,4
xnor2_1,9
nand4_1,4
inv_1,3
nor4_1,5
buf_4,5
nand2_1,6
dfrtp_1,21
ha_1,2
nor3_1,2
nor2_1,13
where the power goes:
group	switching [W]	leakage [nW]	total, W	internal (W)
Combinational	0.00000854	0.241	0.0000138	0.00000527
Sequential	0	0.279	0.000334	0.000334
Clock	0.000102	0.0228	0.000225	0.000123
Total	0.000110	0.543	0.000573	0.000462
worst reg2reg max path: stages, from the launching register on:
cell      delay, ns
dfrtp_1        0.38
ha_1           0.21
nand3_1        0.24
nand3b_1       0.26
nor4_2         0.15
buf_4          0.22
and2b_1        0.19
cell type report:
| cell class | count | share of cell area |
|---|---|---|
| clock buffers | 4 | 0.0380 |
| inverters | 3 | 0.00950 |
| multi-input cells | 67 | 0.378 |
| flip-flops and latches | 21 | 0.444 |
| well taps | 72 | 0.0760 |
| repair buffers | 7 | 0.0549 |
Power and IR drop assume default switching activity.
