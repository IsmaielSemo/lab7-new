==> flow/design.v <==
module BinaryCounter #(parameter n = 5, parameter x = 5) (input clk, reset, en, output [n-1:0]count);
reg [n-1:0] count;
always @(posedge clk, posedge reset) begin
 if (reset == 1)
    count <= 1'd0; 
 else if(en == 1)
 begin
    count <= count + 1; 
    if(count == x-1)
        count <= 0;
 end
 else
    count <= count;
end
endmodule
`timescale 1ns / 1ps
module ClockDivider #(parameter n = 50000000)(input clk, rst, output reg clk_out);
parameter WIDTH = $clog2(n);
reg [WIDTH-1:0] count;
always @ (posedge clk, posedge rst) begin
if (rst == 1'b1)
    count <= 32'b0; 
else if (count == n-1)
    count <= 32'b0;
else
    count <= count + 1;
end
always @ (posedge clk, posedge rst) begin
    if (rst)
        clk_out <= 0;
    else if (count == n-1)
        clk_out <= ~ clk_out;
end
endmodule 
`timescale 1ns / 1ps
module Modulo10Counter(input clk, reset, en, output clk_out ,output [3:0]count);
    ClockDivider c1(.clk(clk), .rst(reset), .clk_out (clk_out)); 
    BinaryCounter #(4,10) b1(.clk(clk_out), .reset(reset), .en(en), .count(count));
endmodule
`timescale 1ns / 1ps
module Modulo6Counter(input clk, reset, en,
    output [2:0] count
);
wire clk_out;
     BinaryCounter #(3, 6) DUT (clk_out, reset, en, count);
 ClockDivider clockkdiv (clk, reset,  clk_out);
endmodule
`timescale 1ns / 1ps
module SecMinCounter( input clk,
    input reset,
    input en,
    input en1,
    output [3:0] seconds_units, 
    output [2:0] seconds_tens,
    output [3:0] minutes_units,
    output [2:0] minutes_tens
);
wire one_hz_clk;
reg [3:0] enable;
Modulo10Counter DUT ( .clk( clk) , .reset(reset), .en(enable[0]),
  .count( seconds_units )); 
Modulo6Counter DUT1 ( .clk( clk) , .reset(reset), .en(enable[1]),
  .count( seconds_tens ));   
Modulo10Counter DUT2 ( .clk(clk) , .reset(reset), .en(enable[2]),
  .count( minutes_units ));  
Modulo6Counter DUT3 ( .clk(clk) , .reset(reset), .en(enable[3]),
  .count( minutes_tens ));     
always @(*) begin
    enable[0] = en;
        if (seconds_units == 9 ) begin
            enable[1] = 1;
        end     
        else begin
            enable[1]=0;
        end 
        if (seconds_tens == 5 && seconds_units == 9 ) begin
            enable[2] = 1;
        end    
        else begin
            enable[2] = 0;
        end
        if (minutes_units == 9 && seconds_tens == 5 && seconds_units == 9 ) begin
            enable[3] = 1;
        end    
        else begin
            enable[3] = 0;
        end
    end
endmodule
==> flow/run.sh <==
#!/bin/bash
# OpenROAD 26Q1-2900-gdf79404cd8, Yosys 0.63+post, stock flow scripts
make -C /OpenROAD-flow-scripts/flow DESIGN_CONFIG=/design/flow/config.mk WORK_HOME=/design/flow/orfs finish
==> flow/config.mk <==
export PLATFORM = sky130hd
export DESIGN_NAME = SecMinCounter
export DESIGN_NICKNAME = SecMinCounter
export VERILOG_FILES = /design/flow/design.v
export SDC_FILE = /design/flow/constraint.sdc
export NUM_CORES = 4
export LEC_CHECK = 1
export CORE_UTILIZATION = 40
==> flow/constraint.sdc <==
current_design SecMinCounter

set clk_period 5.4
set clk_io_pct 0.2

create_clock -name clk0 -period $clk_period [get_ports {clk}]

set non_clock_inputs [all_inputs -no_clocks]
set_input_delay [expr $clk_period * $clk_io_pct] -clock clk0 $non_clock_inputs
set_output_delay [expr $clk_period * $clk_io_pct] -clock clk0 [all_outputs]
==> summary.txt <==
Physical implementation

The worst setup path is of the reg -> reg kind. The library cell used as clock root buffer is sky130_fd_sc_hd__clkbuf_16. The post-cts hold buffer count is 0. In this run, the synthesized area fraction spent on xor and xnor cells is recorded as 0.153. The min-delay analysis places its worst path in the category reg -> reg. The static power due to leakage is 2.98 nW.

The count of filler cells inserted in the layout is roughly 1300. Signal routing reaches up to met4. The worst setup path is captured at a flip-flop. The run finished with clean final reports. The warning tally printed by Yosys for this design is 4.

Per the post-synthesis stats, the area per cell is around 11 µm². Data on the critical path is required at its endpoint by roughly 5.6 ns. 28 endpoints have no timing constraint. The post-CTS clock slew at the launch and capture registers of the worst setup and hold paths is 0.07 ns.

The via count of the first global-routing pass is 3676. The total via count in the routed design is 3791. The flow measured a signed area growth from synthesis to layout of 12.9%.

The flow reports an fmax of 0.450 GHz. The post-route DRC violation count is 0. The part of the Yosys area used for sequential elements is 0.539. The final worst clock skew is 0.00646 ns. The area of the mapped netlist is 0.00566 mm². The wire length recorded after detailed routing is slightly below 10000 µm.

In this run, the number of DRC markers left after iteration 0 of detailed routing was 239. At the worst endpoint, the arrival time is 2.46 ns. In the final timing run, aggregate negative setup slack is 0 ns. Across the VDD grid, the largest voltage drop is between 0.1 and 0.15 mV.

The synthesized design contains 0 enable-type register cells. From bottom edge to top edge, the die measures 121 µm. The total cell area reported by yosys after synthesis is 0.00566 mm². The final setup violation count is 0. The report counts max-capacitance violations totalling 0.

The initial utilization of the core area, before any placement, comes to 0.410. The share of flip-flops with an asynchronous set or reset after synthesis is 1.00. The number of levels in the clock H-tree is 3. The number of search-and-repair iterations in the first detailed-routing pass is 4. Per the OpenROAD floorplan log, the area of the core is about 0.014 mm². The worst setup path is launched from a flip-flop. 18 I/O pins were placed. The wire length per cell is 13.0 µm. The script logs the ratio of routed vias to standard cells as 5.12. The final non-filler cell total is 741. The switching share of total power is 0.196. The post-route met1 wirelength is between 4000 and 5000 µm. The share of post-route cells with drive strength above 1 is 0.0695. The max-slew violation total from the final report is 0. The post-synthesis mux area share is 0.00773. The number of antenna cells inserted is 0. The flop and latch count out of synthesis is about 120. The total clock buffers created by CTS is 9. The arithmetic-cell share of the synthesized area counting full adders, half adders and majority gates is 0.00884. The synthesis report names the predominant flop master as sky130_fd_sc_hd__dfrtp_1. The number of buffers inserted to repair setup after CTS is 0.

The share of power burned in combinational logic is 0.014. The number of register pins that no clock reaches is 14. The remaining global-route overflow is 0. The area of the multi-input gates is around 0.0026 mm².

The final worst setup slack is 3.18 ns. The worst-path maximum fanout is 10. The power report attributes to the clock group a share of 0.457. The number of port buffers is 16. The cell row count is 43. The internal portion of the total power is 1.23 mW. The transition time recorded at the tightest slew-check pin is between 0.8 and 0.9 ns. The amount of wire on met3 after detailed routing is 362 µm.

The number of placed instances with taps included is 725. The final period demand of the worst path is 2.22 ns. The first global-routing pass estimated 17300 µm of wire. The worst slew slack as a fraction of its limit is 0.412. The stage-log warning count is 26.

Registers take approximately 0.0031 mm². In the global route stage, overall resource usage came out at 0.150. The post-detailed-placement half-perimeter wirelength is 6630 µm. The design draws 1.53 mW. The detailed route wirelength on metal2 is 4210 µm.

Setup repair after global routing left no endpoint under its margin. Of the total power, registers draw 0.529. For this design the ratio of total power to cell area is 239 mW/mm².

Once the clock tree was built, the resizer swapped 0 gates to a different size. The total net switching power is approximately 0.30 mW. The post-synthesis cell count is 527.

At the end of routability-driven placement, the weighted congestion stood at 0.819. TritonCTS built the clock tree. At the placement stage, the worst setup path has a slack of 2.90 ns. Nets still carrying antenna violations after routing amount to 0. The number of hold violations in the final report is 0. In this run, the synthesized area fraction spent on AND-OR/OR-AND gates is recorded as 0.0148. The number of antenna violations at the first check in global routing is 0. The final cycle utilization of the critical path is 0.411. By area, the combinational part of the netlist is dominated by simple AND/OR/NAND/NOR gates. From left edge to right edge, the die measures 121 µm. The longest clock path from root to sink contains 2 buffers. The fraction of the mapped netlist area in simple logic gates is 0.269. The synth_stat.txt file lists the number of cells as between 500 and 600.

Entering global routing, the biggest net connects 49 pins. The number of different library cells in the post-synthesis netlist is between 40 and 50. In this run the full chip footprint comes out at 0.0146 mm².

The insertion delay to the later sink of the worst-skew pair is 0.35 ns.
[cells in the final DEF, fill, tap and decap left out, drive strengths merged, types with 2 or more instances in the layout]
cell type / n
a21o: 2
and2: 3
and3: 12
and4: 9
and4b: 2
buf: 7
bufinv: 2
clkbuf: 11
clkdlybuf4s50: 16
clkinv: 3
dfrtp: 122
ha: 4
inv: 4
mux2: 3
nand2: 42
nand3: 43
nand3b: 7
nand4: 33
nor2: 79
nor2b: 9
nor3: 5
nor3b: 2
nor4: 14
nor4b: 7
o21ai: 10
or2: 2
xnor2: 34
xor2: 65
[synthesized netlist by cell type (2+ instances only)]
master                     count  area, µm²
sky130_fd_sc_hd__dfrtp_1     122       3050
sky130_fd_sc_hd__nor2_1       78        293
sky130_fd_sc_hd__xor2_1       65        569
sky130_fd_sc_hd__nand3_1      43        215
sky130_fd_sc_hd__nand2_1      42        158
sky130_fd_sc_hd__xnor2_1      34        298
sky130_fd_sc_hd__nand4_1      32        200
sky130_fd_sc_hd__and3_1       12       75.1
sky130_fd_sc_hd__and4_1        9       78.8
sky130_fd_sc_hd__nor2b_1       9       56.3
sky130_fd_sc_hd__o21ai_0       9       45.0
sky130_fd_sc_hd__nor4_1        8       50.1
sky130_fd_sc_hd__nand3b_1      7       52.6
sky130_fd_sc_hd__nor4b_1       6       52.6
sky130_fd_sc_hd__nor3_1        5       25.0
sky130_fd_sc_hd__ha_1          4       50.1
sky130_fd_sc_hd__inv_1         4       15.0
sky130_fd_sc_hd__and2_1        3       18.8
sky130_fd_sc_hd__mux2_2        3       33.8
sky130_fd_sc_hd__nor4_2        3       37.5
sky130_fd_sc_hd__nor4_4        3       63.8
sky130_fd_sc_hd__a21o_1        2       15.0
sky130_fd_sc_hd__and4b_1       2       20.0
sky130_fd_sc_hd__buf_2         2       10.0
sky130_fd_sc_hd__buf_4         2       15.0
sky130_fd_sc_hd__nor3b_1       2       15.0
sky130_fd_sc_hd__or2_2         2       12.5
[layer usage]
metal | vias to the layer above | track usage
met5 | - | 0
met4 | 0 | 0.0231
met3 | 13 | 0.0326
met2 | 49 | 0.223
met1 | 1828 | 0.242
li1 | 1901 | -
[final timing paths]
path                                                    from                                  to  slack (ns)  cells past startpoint
setup / recovery                  DUT2.c1.count[0]$_DFF_PP0_          DUT2.c1.count[5]$_DFF_PP0_        3.18                      7
hold / removal             DUT3.clockkdiv.count[0]$_DFF_PP0_   DUT3.clockkdiv.count[0]$_DFF_PP0_        0.47                      1
setup reg to reg                  DUT2.c1.count[0]$_DFF_PP0_          DUT2.c1.count[5]$_DFF_PP0_        3.18                      7
hold reg to reg            DUT3.clockkdiv.count[0]$_DFF_PP0_   DUT3.clockkdiv.count[0]$_DFF_PP0_        0.47                      1
max in group asynchronous                              reset  DUT3.clockkdiv.count[23]$_DFF_PP0_        3.34                      3
min in group asynchronous                              reset         DUT2.c1.count[23]$_DFF_PP0_        1.09                      2
[worst max-delay path: stages (launching register included)]
cell	delay [ns]
sky130_fd_sc_hd__dfrtp_1	0.40
sky130_fd_sc_hd__ha_1	0.24
sky130_fd_sc_hd__nand2_1	0.12
sky130_fd_sc_hd__nor4_1	0.33
sky130_fd_sc_hd__nor4b_4	0.50
sky130_fd_sc_hd__buf_4	0.26
sky130_fd_sc_hd__o21ai_1	0.09
sky130_fd_sc_hd__a22o_1	0.18
[per-stage QoR]
step | hold WS [ns] | cell area (µm²) | utilization
after floorplan | 0.433 | 5660 | -
after global placement | 0.450 | 6080 | 0.439
after detailed placement | 0.461 | 6080 | 0.439
after CTS | 0.473 | 6390 | 0.462
after global routing | 0.500 | 6390 | 0.462
final | 0.467 | 6390 | 0.462
[sequential cells by signal, summed over array words and instances (netlist names), 3 cells and up]
register	flops
DUT3.clockkdiv.count	26
DUT1.DUT.count	3
DUT3.DUT.count	3
DUT2.b1.count	4
DUT1.clockkdiv.count	26
DUT.b1.count	4
DUT2.c1.count	26
DUT.c1.count	26
[area by class of cell]
class / count / area share
clock inverter: 5 / 0.0117
clock buffer: 11 / 0.0380
sequential: 122 / 0.477
tap: 180 / 0.0352
timing repair buffer: 23 / 0.0333
multi-input combinational: 396 / 0.402
inverter: 4 / 0.00274
[logic make-up after synthesis]
kind of cell             count (synthesis)
XOR/XNOR                                99
multiplexers                             4
adder cells (fa/ha/maj)                  4
buffers and inverters                    9
AND/OR/NAND/NOR                        275
flip-flops                             122
AND-OR/OR-AND                           14
[power groups by stage]
stage | logic (mW) | clock network (mW) | registers, mW
6_report | 0.0213 | 0.698 | 0.809
5_1_grt | 0.0259 | 0.756 | 0.808
4_1_cts | 0.0231 | 0.724 | 0.808
Power figures rest on the tool's default switching activity, not on a simulated workload.
